==> /design/flow/design.v <==
module alu(
    input  [31:0] a, b,
    input  [2:0]  f,
    output [31:0] result,
    output        zero,
    output        overflow,
    output        carry,
    output        negative
);
    wire [31:0] b_tmp;
    wire [32:0] sum_ext;
    wire [31:0] sum;
    wire of;
    assign b_tmp = (f[0] == 1'b1) ? ~b : b;
    assign sum_ext = {1'b0, a} + {1'b0, b_tmp} + f[0];
    assign sum = sum_ext[31:0]; 
    assign of = ~(a[31] ^ b[31] ^ f[0]) & (a[31] ^ sum[31]) & ~f[1];
    assign result = (f == 3'b000 || f == 3'b001) ? sum :
                    (f == 3'b010) ? (a & b) :
                    (f == 3'b011) ? (a | b) :
                    (f == 3'b101) ? {31'b0, of ^ sum[31]} :
                    32'b0;
    assign zero = &(~result);
    assign overflow = of;
    assign carry = sum_ext[32] & ~f[1];
    assign negative = result[31];
endmodule
==> /design/flow/run.sh <==
#!/bin/bash
# OpenROAD 26Q1-2900-gdf79404cd8, Yosys 0.63+post, stock flow scripts
make -C /OpenROAD-flow-scripts/flow DESIGN_CONFIG=/design/flow/config.mk WORK_HOME=/design/flow/orfs finish
==> /design/flow/config.mk <==
export PLATFORM = sky130hd
export DESIGN_NAME = alu
export DESIGN_NICKNAME = alu
export VERILOG_FILES = /design/flow/design.v
export SDC_FILE = /design/flow/constraint.sdc
export NUM_CORES = 4
export LEC_CHECK = 1
export CORE_UTILIZATION = 40
==> /design/flow/constraint.sdc <==
current_design alu

set clk_period 19.1
set clk_io_pct 0.2

create_clock -name clk0 -period $clk_period

set non_clock_inputs [all_inputs -no_clocks]
set_input_delay [expr $clk_period * $clk_io_pct] -clock clk0 $non_clock_inputs
set_output_delay [expr $clk_period * $clk_io_pct] -clock clk0 [all_outputs]
==> flow_summary.toml <==
# flow metrics
[final_timing]
post-route-min-period_ps = 12060
rsz0062_at_grt = "no"
final-setup-viol-count = 0
finalHoldViolCount = 0
worstMarginPinSlew_ps = 849
tns_ps = 0
post-route-period-util_pct = 63.1
slew_violations = 0
slew_headroom_pct = 43.2
max_freq_mhz = 82.9

[synthesis]
top_area_share_pct = 12.0
yosysSeqAreaShare_pct = 0
netlist_instances = 514
synth_area_mm2 = 0.00343
ys_cells = 514
ys_chip_area_mm2 = 0.00343
top_area_cell = "ha_1"
top_cells_by_count = "nand2_1, a21oi_1, nor2_1"
yosys_warnings = 0
ys_types = 78
area_leaders = "ha_1, xor2_1, a21oi_1"
avgSynthCellArea_um2 = 6.68
yosysMostFrequentCell = "nand2_1"

[cts]
post_cts_buffers = 0
cts_resized = 0
cts_hold_buf = 0

[global_route]
grt_util_met1_pct = 40.4
grt_use_met2_pct = 39.3
grt-ovfl-total = 0
grt_pass1_wl_mm = 18.0
grt_busiest_layer = "met1"
antenna_found_initial = 0
grt_max_degree = 49
grt_pass1_vias = 3650
grt_usage_pct = 25.3
gr-usage-met3_pct = 0.980

[routing]
antenna_cells = 0
drt_drc_violations_left = 0
drt.antenna.violating_nets = 0
dr.pass1.iters = 5
drt_iter0_markers = 137
vias = 4144
routed_wl_mm = 11.2
drt-vias-per-instance = 5.94
avgRoutedWirePerCell_um = 16.0

[floorplan]
ios = 103
fp_util_pct = 41.6
rows = 33
die_w_um = 94.6
die_h_um = 94.6
chipArea_mm2 = 0.00895
core_region_area_mm2 = 0.00826

[power]
power_density_mw_per_mm2 = 39.6
swShare_pct = 52.4
switchingPower_w = 0.0000934
vdd.ir_drop.worst_uv = 15.1
comb_power_share_pct = 100.0
seqPwrFrac_pct = 0
p_leak_nw = 1.76
clockPowerShare_pct = 0
p_int_w = 0.0000849

[setup_path]
arrival_ps = 8240
crit_buf_inv = 3
crit_path_max_incr_delay_ps = 570
crit_chain = "buf_2, buf_4, xor2_1, ha_1, nor3_1, nor2_1, and2_2, or3_1, a31o_1, or4b_1, nor4_2, nand4_1, nor4bb_1, clkdlybuf4s50_1"
worst_ep_required_time_ps = 15280
crit_slowest_cell = "buf_2"
crit_fanout = 37
critical_path_class = "input pin to primary output"
startpoint_type = "input pin"
cp_top_family = "simple AND/OR/NAND/NOR gates"
critPathCaptureType = "primary output"

[layout]
fillers = 851
area_growth_pct = 31.4
flop_area_um2 = 0
n_clock_buffer = 0
drive_gt1_share_pct = 4.05
nFlopsAndLatches = 0
final_util_pct = 54.6
combGateArea_mm2 = 0.00325

[status]
status = "complete, no violations"

[hold_path]
min_path_type = "input pin to primary output"

[placement]
gp_congestion = 0.905
io_buffers = 103
hpwl_mm = 8.96

[flow_run]
cap_violations = 0
warning_count = 34
-- power groups by stage --
stage | combinational [W] | sequential [W] | clock, W
finish | 0.000178 | 0 | 0
global route | 0.000197 | 0 | 0
CTS | 0.000177 | 0 | 0
-- final cells by class --
cell class	instances	share of cell area, %
timing repair buffer	107	23.4
inverter	19	1.58
multi-input combinational	467	72.1
tap	105	2.91
-- worst paths after layout --
path / startpoint / endpoint / slack, ps / depth (start not counted)
max: f[0] / zero / 7040 / 14
min: b[12] / result[12] / 8750 / 6
-- layer usage --
layer  wire length, µm  up-vias
met5                 0        -
met4                55        0
met3               683        7
met2              4830      115
met1              5590     1903
li1                  -     2119
-- cells in the final DEF (no fill, tap or decap), types with 9 or more instances in the layout --
master | Yosys | final
nand2b_1 | 9 | 9
nand2_1 | 45 | 45
nand4_1 | 13 | 13
a31oi_1 | 10 | 10
nor3_1 | 18 | 18
nor2_1 | 42 | 42
a21o_1 | 12 | 12
ha_1 | 33 | 33
clkdlybuf4s50_1 | 0 | 102
nand3_1 | 12 | 12
a21oi_1 | 44 | 44
o211ai_1 | 11 | 11
inv_1 | 19 | 19
o21a_1 | 10 | 10
xor2_1 | 35 | 35
maj3_1 | 15 | 15
o21ai_0 | 32 | 32
-- per-stage QoR --
step                instance area, µm²  worst slack (ps)  hold slack [ps]  power [W]  instances
global placement                  4510              7100             8750   0.000177        698
finish                            4510              7040             8750   0.000178        698
floorplan                         3430              7470             7760   0.000113        514
CTS                               4510              6980             8760   0.000177        698
detailed placement                4510              7000             8750   0.000176        698
global route                      4510              6720             8800   0.000197        698
-- cells by family after synthesis --
family / share of synthesized area (%)
compound gates: 37.6
simple gates: 27.3
fa+ha+maj: 17.0
buf+inv: 5.32
xor+xnor: 11.0
mux: 1.82
Power is estimated from default activity; no workload was simulated.
